===== run.sh =====
#!/bin/bash
# OpenROAD 26Q1-2900-gdf79404cd8, Yosys 0.63+post, stock flow scripts
make -C /OpenROAD-flow-scripts/flow DESIGN_CONFIG=/design/flow/config.mk WORK_HOME=/design/flow/orfs finish

===== config.mk =====
export PLATFORM = sky130hd
export DESIGN_NAME = mux4x32
export DESIGN_NICKNAME = mux4x32
export VERILOG_FILES = /design/flow/design.v
export SDC_FILE = /design/flow/constraint.sdc
export NUM_CORES = 4
export LEC_CHECK = 1
export CORE_AREA = 10 10 95 95
export DIE_AREA = 0 0 105 105

===== constraint.sdc =====
current_design mux4x32

set clk_period 1.0
set clk_io_pct 0.2

create_clock -name clk0 -period $clk_period

set non_clock_inputs [all_inputs -no_clocks]
set_input_delay [expr $clk_period * $clk_io_pct] -clock clk0 $non_clock_inputs
set_output_delay [expr $clk_period * $clk_io_pct] -clock clk0 [all_outputs]

===== design.v =====
module mux4x32 (a0, a1, a2, a3, s, y);
    input [31:0] a0, a1, a2, a3;
    input [1:0] s;
    output [31:0] y;
    function [31:0] select;
        input [31:0] a0, a1, a2, a3;
        input [1:0] s;
        case(s)
            2'b00: select = a0;
            2'b01: select = a1;
            2'b10: select = a2;
            2'b11: select = a3;
        endcase
    endfunction
    assign y = select(a0,a1,a2,a3,s);
endmodule

==> GITHUB_STEP_SUMMARY <==
### Yosys + OpenROAD results

| Metric | Value |
|---|---|
| Max stage delay cell, worst path | `mux4_2` |
| Worst ir drop on vdd | `0.000147 V` |
| Buf+Inv Stages, Crit Path | `4` |
| Number of setup violations in the final report | `32` |
| Floorplan Core Area | `between 6000 and 7000 sq um` |
| Kind of critical path | `in -> out` |
| First-pass GRT wire length | `9.52 mm` |
| Overall global routing resource usage | `0.113` |
| Number of distinct library cells after synthesis | `5` |
| Syn Inst Count | `39` |
| Class of the tightest hold or removal check | `in -> out` |
| Achievable frequency | `0.731 GHz` |
| Vias in the first global route | `~1.5k` |
| Worst Path Required | `800 ps` |
| Antenna Violating Nets Remaining | `0` |
| Number of vias after detailed routing | `1246` |
| Max Cap Viol | `0` |
| Tool warning count | `35` |
| Share of the core filled with cells in the final layout | `0.347` |
| Vias per inst | `4.06` |
| Number of warnings issued by yosys | `1` |
| Final tally of hold violations | `0` |
| Flops | `0` |
| Hold-fix buffer count after cts | `0` |
| Most frequently placed logic cell in the final layout | `dlygate4sd2_1` |
| DIE WIDTH | `105 microns` |
| Per-instance average area after synthesis | `roughly 21 sq um` |
| Number of clock buffers in the layout | `0` |
| Least setup slack across all paths after layout | `-367 ps` |
| Global placement routability congestion | `0.820` |
| Total cell area reported by yosys after synthesis | `815 sq um` |
| Top cells excl fill/tap | `126 x dlygate4sd2_1, 32 x mux4_2, 32 x buf_2, 6 x buf_12` |
| Global route total overflow | `0` |
| Sequential cell area | `0 sq um` |
| Total die size | `11000 sq um` |
| Sum of negative setup slack | `-10050 ps` |
| Most common cell type on the critical path | `buf_12` |
| Combinational gate area | `approximately 700 sq um` |
| Unrepaired setup endpoints after global routing | `yes` |
| Relative slew slack | `0.888` |
| Fill cell total of the finished layout | `between 700 and 800` |
| Top Family by Delay on Critical Path | `multiplexers` |
| Failing checks | `setup timing` |
| Layout area overhead | `194%` |
| Pre-antenna DRT Iters | `4` |
| Fraction of the cycle the final worst path needs | `1.37` |
| Crit path capture type | `output pin` |
| Status | `complete, but fails checks` |
| Pin count of the biggest net entering global routing | `14` |
| Kind of launch point of the worst setup path | `input port` |
| Die Y | `105 microns` |
| Largest stage delay, worst path | `500 ps` |
| DRC Markers | `0` |
| WL per Instance | `21.0 microns` |
| Data arrival time of the worst path | `1170 ps` |
| Floorplan-stage core utilization | `0.118` |
| Tally of buffers added on design ports | `about 160` |
| Sequential area share after synthesis | `0` |
| Total Routed Length | `approximately 6.4 mm` |
| Worst slew pin tran | `168 ps` |
| Number of antenna violations at the first check in global routing | `5` |
| Critical path peak fanout | `8` |
| Total standard cell area after synthesis | `815 sq um` |
| Final Max-Slew Violation Tally | `0` |
| Number of top-level pins | `around 160` |
| Number of standard cells reported by yosys | `39` |
| Share of layout cells above drive strength 1 | `0.382` |
| Critical path, cell by cell | `buf_12 -> buf_12 -> buf_12 -> mux4_2 -> buf_2` |
| Leakage power figure | `0.00113 uW` |
| Shortest clock period the worst path allows after layout | `1370 ps` |
| Total number of placement rows | `30` |
| Starting DRC count in detailed routing | `18` |
| Power density normalized to cell area | `approximately 360 nW/um^2` |
[path summary, 6_finish.rpt]
kind	from	to	slack (ps)	cells after the start
worst max-delay path	s[0]	y[25]	-370	5
worst min-delay path	a3[9]	y[9]	870	3
[repair_timing]
action,in CTS,in global routing
gates cloned,3,0
setup endpoints to repair,32,32
endpoints found under the hold margin,0,0
gates resized,250,1
setup buffers,5,0
[cell type report]
type | instances | area share
tap | 96 | 0.0501
antenna | 4 | 0.00418
multi-input combinational | 32 | 0.301
timing repair buffer | 175 | 0.645
[synthesized netlist by cell type, drive strengths merged]
| cell | number | area share |
|---|---|---|
| buf | 7 | 0.11 |
| mux4 | 32 | 0.89 |
[where the power goes]
group          leakage [uW]  switching, uW  total [uW]  internal [uW]
Combinational       0.00113            232         869            637
Sequential                0              0           0              0
Clock          0.0000000254              0    0.000535       0.000535
Total               0.00113            232         869            637
[tightest hold or removal path, stage by stage]
cell and delay [ps]:
clkdlybuf4s15_1 170, mux4_2 210, buf_2 80
[routing by layer]
layer,routed length (microns),global-route usage
met1,2560,0.136
met2,2810,0.178
met3,1060,0.0752
met4,1,0
met5,13,0
[through the flow]
step	instance area, sq um	total power (uW)	setup WS (ps)	cells	hold slack [ps]
after floorplan	823	287	-91.6	39	486
after global placement	2530	1090	-960	295	1340
after detailed placement	2530	1090	-960	295	1330
after CTS	2390	887	-380	303	885
after global routing	2390	946	-403	304	896
final	2400	869	-367	307	870
[kinds of logic (layout without fill, tap and decap cells)]
kind of cell | after synthesis | in the layout | synth area share
multiplexers | 32 | 32 | 0.894
other | 0 | 4 | 0
buffers and inverters | 7 | 175 | 0.106
Power is estimated from default activity; no workload was simulated.
