$ cat design/flow/config.mk
export PLATFORM = sky130hd
export DESIGN_NAME = fifo
export DESIGN_NICKNAME = fifo
export VERILOG_FILES = /design/flow/design.v
export SDC_FILE = /design/flow/constraint.sdc
export NUM_CORES = 4
export LEC_CHECK = 1
export CORE_UTILIZATION = 30
$ cat design/flow/constraint.sdc
current_design fifo

set clk_period 4.5
set clk_io_pct 0.2

create_clock -name clk0 -period $clk_period [get_ports {clk}]

set non_clock_inputs [all_inputs -no_clocks]
set_input_delay [expr $clk_period * $clk_io_pct] -clock clk0 $non_clock_inputs
set_output_delay [expr $clk_period * $clk_io_pct] -clock clk0 [all_outputs]
$ cat design/flow/design.v
module fifo (clk, clrn, read, write, data_in, data_out, ready, overflow);
    input clk, clrn;
    input read;
    input write;
    input [7:0] data_in;
    output [7:0] data_out;
    output ready;
    output reg overflow;
    reg [7:0] fifo_buff [7:0];
    reg [2:0] write_pointer;
    reg [2:0] read_pointer;
    always @ (posedge clk or negedge clrn) begin
        if(!clrn) begin
            write_pointer <= 0;
            read_pointer <= 0;
            overflow <= 0;
        end else begin
            if (write) begin
                if ((write_pointer + 3'b1) != read_pointer) begin
                    fifo_buff[write_pointer] <= data_in;
                    write_pointer <= write_pointer + 3'b1;
                end else begin
                    overflow <= 1;
                end 
            end
            if (read && ready) begin
                read_pointer <= read_pointer + 3'd1;
                overflow <= 0;
            end
        end
    end
    assign ready = (write_pointer != read_pointer);
    assign data_out = fifo_buff[read_pointer];
endmodule
$ cat design/flow/run.sh
#!/bin/bash
# OpenROAD 26Q1-2900-gdf79404cd8, Yosys 0.63+post, stock flow scripts
make -C /OpenROAD-flow-scripts/flow DESIGN_CONFIG=/design/flow/config.mk WORK_HOME=/design/flow/orfs finish
==> results.txt <==
Implementation results

The count of buffers from port buffering is 21. The critical setup path kind is reg2out. For this design the top-level I/O count stands at 22. Before antenna repair, the detailed router went through 4 iterations. The total of warnings raised by yosys is 2.

Hold timing on the final database bottoms out at a slack of 0.5101 ns. TritonCTS built the clock tree. The H-tree was split into 3 levels. The total routed wirelength is about 6 mm. The end point of the critical path is data_out[3]. The most critical setup path has its startpoint at read_pointer[0]$_DFFE_PN0P_. STA puts the critical path data required time at roughly 3.6 ns.

In this run, the number of DRC markers left after iteration 0 of detailed routing was between 60 and 70. Clock tree synthesis inserted a total of 9 buffers. The report lists the power per cell area as 657.8 nW/µm². The remaining max-slew budget at the tightest pin is between 50% and 60%. The detailed placement HPWL is about 4 mm. The maximum fanout along the worst path is 9. The buffers inserted during post-CTS setup optimization is 0. The global route total overflow is 0.

Setup violations remaining at the end of the flow were counted as 0. The data arrival time reported for the critical path is 3.16 ns. Synthesis produced between 150 and 200 cells. The kind of path behind the tightest hold check is reg2reg.

Counting the fill cells in the layout gives 957. IR analysis of the VDD net gives a maximum drop of slightly below 0.4 mV. The first global-routing pass estimated 9.577 mm of wire. The final-report hold violation count is 0. The clock latency at the later pin of the worst-skew pair is 0.34 ns. The vertical die dimension is 102.7 µm. The clock edge transition at the registers on the reported setup and hold paths is roughly 0.07 ns. The number of cells on the critical path is 6.

The final weighted congestion recorded by global placement is between 0.8 and 0.9. The reg2reg setup slack is around 2.1 ns. The final timing report lists a max-slew violation count of 0. The run finished with clean final reports.

The final sum of negative setup slack is 0 ns. The report puts the cell count of the worst reg-to-reg path at 7. The total core area is roughly 10000 µm².

After detailed routing, the number of vias per cell comes to ~4.9. Synthesis instantiated 41 different standard cells from the library. The cell at the slowest stage of the critical path is sky130_fd_sc_hd__or4_4.

The post-cts hold-fix buffer tally is 0. The startpoint type of the worst setup path is a register. The tree built by TritonCTS fans out to between 70 and 80 sinks.

The number of standard cells reported by yosys is roughly 190. The capture instance of the worst register-to-register path is fifo_buff[2][7]$_DFFE_PP_. The timing-limited maximum frequency is 246.5 MHz. The number of antenna violations at the first check in global routing is 0. The final route contains roughly 1.8k vias. The average wire per cell in the routed design is 16.73 µm.

The root buffer cell is sky130_fd_sc_hd__clkbuf_8. The top cell type by total area after synthesis is sky130_fd_sc_hd__edfxtp_1. Across all stage logs, warnings added up to 33.

The cell that appears most often on the critical path is sky130_fd_sc_hd__ha_1. In this run the layout overhead on the synthesized area is reported as 19.44%. After floorplanning, the core was divided into 36 placement rows. The pin count of the biggest net entering global routing is 16. Across the run, the number of max-cap violations was 0. On the worst path, the slowest cell contributes a delay of around 0.65 ns.

The report lists the cells along the critical path as ha_1 -> ha_1 -> or4_4 -> or2_1 -> a41oi_2 -> clkdlybuf4s50_1. Clock skew on the completed layout was measured at ~0.0072 ns. The worst register-to-register path begins at write_pointer[0]$_DFFE_PN0P_. In the final layout, flip-flops and latches occupy ~2100 µm².

The mean instance size in the synthesized netlist is between 15 and 20 µm². For this run, design rule violations remaining after detail routing come to 0. The number of global-route vias before repair came to roughly 1.9k. The part of the Yosys area used for sequential elements is slightly below 70%. In this run the full chip footprint comes out at 10,550 µm².

The synthesized design contains roughly 71 register bits. Looking at the max-slew report, the worst-margin pin has a slew of between 0.6 and 0.7 ns. The portion of synthesized cell area occupied by the leading cell type is 63.13%.

In the finished design, the share of the clock period the worst path needs comes to 90.14%. The count of buffering cells on the critical path with inverters included is 1. The fraction of final layout cells with drive strength greater than 1 is between 10% and 20%.

The critical path capture point type is a primary output. The overall die width is 102.7 µm. The count of antenna diodes in the layout is 0. The final critical-path required period is around 4.1 ns. Setup repair after global routing left no endpoint under its margin. Summed over all routing layers, the global router reports a total usage of 12.94%. After clock tree synthesis, the repair step resized 0 gates. By area the synthesized netlist is led by sky130_fd_sc_hd__edfxtp_1 63%, sky130_fd_sc_hd__dfrtp_1 5.8%, sky130_fd_sc_hd__ha_1 4.9%, sky130_fd_sc_hd__a22o_2 2.6%, sky130_fd_sc_hd__a221oi_1 2.0%.

The yosys-reported design area after synthesis is just over 3000 µm². Per the post-route antenna check, the number of violating nets is 0. The maximum clock path buffer count is 2.

In the floorplan report the effective utilization is around 31%. The synthesized cell area is roughly 3000 µm². The multi-input combinational cells in the finished layout cover a total of 840.8 µm². The static power due to leakage is between 1 and 1.5 nW. The kind of cell with the highest combined delay along the critical path is simple AND/OR/NAND/NOR gates.
==> worst reg2reg max path, delay by kind of cell, from the launching register on <==
| family | cells | cell delay (ns) |
|---|---|---|
| xor gates and xnor gates | 1 | 0.33 |
| adders and majority gates | 2 | 0.56 |
| buffers and inverters | 2 | 0.42 |
| DFF | 1 | 0.45 |
| and+or+nand+nor | 2 | 0.32 |
==> final cells by class <==
type / count / share of cell area [%]
repair buffers: 31 / 7.846
flip-flops and latches: 71 / 57.67
multi-input cells: 100 / 23.12
clock inverters: 7 / 2.650
well taps: 133 / 4.577
inverters: 7 / 0.7226
clock buffers: 9 / 3.407
==> worst min path at each step <==
stage               startpoint                    to  cells after the start
4_1_cts   overflow$_DFFE_PN0P_  overflow$_DFFE_PN0P_                      1
5_1_grt   overflow$_DFFE_PN0P_  overflow$_DFFE_PN0P_                      1
6_report  overflow$_DFFE_PN0P_  overflow$_DFFE_PN0P_                      1
==> per-stage QoR <==
stage               utilization [%]  power, mW  setup slack, ns  instances  area (µm²)
finish                        37.03      2.392           0.4436        358        3636
global placement              34.79      1.868           0.8080        342        3416
floorplan                         -      1.502            1.462        190        3044
detailed placement            34.79      1.870           0.7731        342        3416
global route                  37.03      2.555           0.2616        358        3636
CTS                           37.03      2.424           0.3843        358        3636
==> kinds of logic (layout without fill, tap and decap cells) <==
family	count (synthesis)	in the layout	synth area share (%)
compound gates	47	47	12.95
flops	71	71	68.89
xor+xnor	5	5	1.438
mux	4	4	1.397
fa+ha+maj	12	12	4.932
simple gates	32	32	6.288
buf+inv	19	54	4.110
==> sequential cells by signal (all words and copies together), names as in the netlist <==
name           flops
read_pointer       3
overflow           1
write_pointer      3
fifo_buff         64
==> routing by layer <==
metal / routed length (µm) / track usage (%)
met1: 2575 / 17.98
met2: 2876 / 20.51
met3: 492 / 5.720
met4: 43 / 1.083
met5: 0 / 0
==> cell usage in the layout, fill, tap and decap left out, drive strengths merged, types with 2 or more instances in the layout <==
cell | synthesis | routed
nand2 | 4 | 4
clkinv | 0 | 2
mux2i | 2 | 2
clkinvlp | 0 | 2
clkdlybuf4s50 | 0 | 21
a31oi | 7 | 7
inv | 7 | 8
a22oi | 7 | 7
o21ai | 2 | 2
a221oi | 7 | 7
nor2b | 2 | 2
bufinv | 0 | 2
nor4b | 4 | 4
buf | 6 | 10
mux2 | 2 | 2
clkbuf | 5 | 9
ha | 12 | 12
xnor2 | 4 | 4
nand3 | 2 | 2
a22o | 15 | 15
nor3b | 2 | 2
nor3 | 12 | 12
edfxtp | 64 | 64
dfrtp | 7 | 7
==> where the power goes <==
group          switching (mW)  leakage [nW]  total (mW)  internal (mW)
registers              0.0696         0.662       0.873          0.803
logic                   0.484         0.452       0.972          0.488
clock network           0.234         0.103       0.547          0.313
total                   0.788          1.22        2.39           1.60
==> cells in the mapped netlist, drive strengths merged <==
cell	count
nor3b	2
nor3	12
a41oi	1
a221o	1
a211oi	1
nand4	1
a32oi	1
o21a	1
mux2i	2
a221oi	7
inv	7
ha	12
edfxtp	64
xor2	1
or2	1
a22o	15
o21ai	2
nand2	4
or4	1
and2	1
buf	6
or3b	1
o311ai	1
dlymetal6s2s	1
a31oi	7
o31ai	1
dfrtp	7
nand3	2
clkbuf	5
a31o	1
o31a	1
a22oi	7
nor4b	4
mux2	2
nor2	1
xnor2	4
nor2b	2
Power is estimated from default activity; no workload was simulated.
