[./run.sh]
#!/bin/bash
# OpenROAD 26Q1-2900-gdf79404cd8, Yosys 0.63+post, stock flow scripts
make -C /OpenROAD-flow-scripts/flow DESIGN_CONFIG=/design/flow/config.mk WORK_HOME=/design/flow/orfs finish
[./constraint.sdc]
current_design shift

set clk_period 4.4
set clk_io_pct 0.2

create_clock -name clk0 -period $clk_period

set non_clock_inputs [all_inputs -no_clocks]
set_input_delay [expr $clk_period * $clk_io_pct] -clock clk0 $non_clock_inputs
set_output_delay [expr $clk_period * $clk_io_pct] -clock clk0 [all_outputs]
[./config.mk]
export PLATFORM = sky130hd
export DESIGN_NAME = shift
export DESIGN_NICKNAME = shift
export VERILOG_FILES = /design/flow/design.v
export SDC_FILE = /design/flow/constraint.sdc
export NUM_CORES = 4
export LEC_CHECK = 1
export CORE_UTILIZATION = 50
[./design.v]
module shift (d, sa, right, arith, sh);
    input [31:0] d;
    input [4:0] sa;
    input right;
    input arith;
    output [31:0] sh;
    reg [31:0] sh;
    always @* begin
        if (!right) begin
            sh = d << sa;
        end else if (!arith) begin
            sh = d >> sa;
        end else begin
            sh = d >>> sa;
        end
    end
endmodule
==> results.yml <==
# yosys + openroad results
synthesis:
  synth_cell_type_count: 62
  yosys_cells: 560
  synthesis.yosys.warnings: 1
  top_area_frac: 0.1719
  top_area_cell: "mux2i_1"
  synth.yosys.chip_area_mm2: 0.004135
  synth-seq-area-share: 0
  syn_area_mm2: 0.004135
  topCellsByArea: "mux2i_1 17%, mux2_2 12%, mux4_2 10%"
  postSynthAreaPerCell_um2: 7.384
  synth_cells: 560
timing:
  highest_clock_rate_mhz: 228.8
  min_period_ns: 4.372
  final-setup-viol-count: 0
  hold_viol_final: 0
  relSlewSlack: 0.4949
  hold_slack_ns: 2.769
  slew_viol_final: 0
  timing_worst_slew_pin_value_ns: 0.7366
  finalClockPeriodUsage: 0.9935
  rsz0062_at_grt: "no"
  fin_ws_ns: 0.02850
  finalSetupTns_ns: 0
final_layout:
  n_clock_buffer: 0
  seq_cells: 0
  drive_above_1_share: 0.1990
  final_cell_mix: "70 x mux2i_1, 66 x clkdlybuf4s50_1, 54 x nor2_1"
  final_core_utilization: 0.6421
  lay_top_count: "mux2i_1"
  logic_area_mm2: 0.003801
  n_fill_cell: 711
  area_growth_pct: 21.85
  reg_area_um2: 0
route:
  first_iter_violations: 688
  highest-signal-layer: "met4"
  via_count: 5479
  num_antenna_cells: 0
  drt_first_pass_iters: 6
  drt-wirelength-per-cell_um: 26.15
  met2_wirelength_from_detailed_routing_um: 7637
  route.layer.met1.wl_um: 7334
  route.detailed.drc: 0
  detailroute.wirelength.met3_um: 2824
  finalWirelength_um: 19090
  detail_route.vias_per_cell: 7.505
  ant_nets: 0
floorplan:
  chip_area_mm2: 0.008638
  die_width_um: 92.94
  floorplanUtilization: 0.5269
  ioPinCount: 71
  die_height_um: 92.94
  coreArea_mm2: 0.007848
  placement_rows: 32
clock_network:
  cts_resized: 0
  ctsHoldBuffers: 0
  number_of_setup_buffers_added_after_cts: 0
run:
  drv.max_cap_violation_count: 0
  warning_count: 34
placed_design:
  finalWeightedCongestion: 1.119
  hpwlAfterDp_um: 15010
  placement.setup.worst_slack_ns: 0.1329
  portBuffers: 70
global_routing:
  grt_pass1_wl_um: 29370
  initial_antenna_violation_count: 0
  first_global_vias: 5106
  globalRoute.totalOverflow: 0
  grt_max_degree: 45
  overall_routing_resource_usage: 0.4603
critical_path:
  crit_path_max_fanout: 8
  cp_slowest_stage_delay_ns: 0.58
  critical_path.slowest_cell: "clkdlybuf4s50_1"
  worst-endpoint-arrival_ns: 3.49
  end_kind: "primary output"
  critPathMostFrequentCell: "clkdlybuf4s50_1"
  worst-setup-path-type: "input pin to primary output"
  worstPathRequired_ns: 3.52
  start_kind: "input pin"
  timing.critical_path.cells: "clkdlybuf4s50_1 > nor2_1 > nand2_1 > o22ai_1 > a211oi_1 > o21ai_1 > clkdlybuf4s50_1"
run_status:
  status: "complete, no violations"
pwr:
  power-per-cell-area_mw_per_mm2: 132.2
  design_power_total_w: 0.0006660
  ir_drop_v: 0.0001096
  power_leakage_nw: 1.993
min_path:
  min_path_type: "input pin to primary output"
synthesized netlist by cell type, types with 4 or more instances:
cell / count
a2111o_1: 4
or4_1: 4
o2111ai_1: 4
a221oi_1: 5
buf_2: 25
nand3_1: 23
buf_4: 8
a211o_1: 11
inv_1: 8
a22oi_1: 5
o21ai_0: 21
nor2b_1: 10
o211ai_1: 13
a21oi_1: 18
o221ai_1: 4
nor3_1: 26
mux2i_1: 71
a211oi_1: 11
mux2_2: 45
or3_1: 4
nor2_1: 54
clkbuf_1: 11
mux4_2: 19
nand2_1: 42
nand4_1: 4
nand2b_1: 13
o22ai_1: 41
area by class of cell:
cell class / instances / area share
multi-input combinational: 499 / 0.7544
timing repair buffer: 119 / 0.2123
tap: 102 / 0.02533
inverter: 10 / 0.007946
critical path: cells and delay by family:
kind | cells | cell delay (ns)
buffers and inverters | 2 | 1.07
AND/OR/NAND/NOR | 2 | 0.92
AND-OR/OR-AND | 3 | 0.63
metrics by stage:
stage	cell area, µm²	instances
final	5039	730
after global routing	5039	730
after CTS	5031	730
after detailed placement	5031	730
after global placement	5031	730
after floorplan	4135	560
where the power goes:
part	switching [W]	internal, W	leakage (nW)
Sequential	0	0	0
Clock	0	0	0
Combinational	0.000366	0.000300	1.99
routing by layer:
layer	track usage	vias up
met2	0.6526	472
li1	-	2360
met1	0.6259	2541
met5	0	-
met4	0.2179	0
met3	0.1629	106
cells by family after synthesis:
group,share of synthesized area
buffers and inverters,0.08170
and+or+nand+nor,0.2272
AOI/OAI and AO/OA,0.2832
muxes,0.4079
worst paths after layout:
path	slack [ns]	startpoint	to	cells past startpoint
hold / removal	2.77	sa[3]	sh[5]	5
setup / recovery	0.03	sa[4]	sh[24]	7
Power is estimated from default activity; no workload was simulated.
